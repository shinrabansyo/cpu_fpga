==> flow/design.v <==
interface veryl_Decoupled #(
    parameter int unsigned Width = 32
);
    logic [1-1:0]     valid;
    logic [1-1:0]     ready;
    logic [Width-1:0] bits ;
    modport sender (
        output valid,
        input  ready,
        output bits 
    );
    modport receiver (
        input  valid,
        output ready,
        input  bits 
    );
endinterface
module veryl_ClkCounter #(
    parameter int unsigned ClockFrequency = 15_000_000  
) (
    input var logic i_clk,
    input var logic i_rst,
    output var logic [64-1:0] o_clk_count,
    output var logic [32-1:0] o_clk_freq ,
    output var logic [64-1:0] o_ms_count
);
    logic [64-1:0] r_counter;
    logic [64-1:0] r_ms_count  ;
    logic [32-1:0] r_ms_counter;
    localparam int unsigned MS_THRESHOLD = ClockFrequency / 1000;
    always_comb o_clk_count = r_counter;
    always_comb o_clk_freq  = ClockFrequency;
    always_comb o_ms_count  = r_ms_count;
    always_ff @ (posedge i_clk) begin
        if (i_rst) begin
            r_counter    <= 0;
            r_ms_count   <= 0;
            r_ms_counter <= 0;
        end else begin
            r_counter <= r_counter + (1);
            if (r_ms_counter >= MS_THRESHOLD) begin
                r_ms_counter <= 0;
                r_ms_count   <= r_ms_count   + (1);
            end else begin
                r_ms_counter <= r_ms_counter + (1);
            end
        end
    end
endmodule
==> flow/run.sh <==
#!/bin/bash
# OpenROAD 26Q1-2900-gdf79404cd8, Yosys 0.63+post, stock flow scripts
make -C /OpenROAD-flow-scripts/flow DESIGN_CONFIG=/design/flow/config.mk WORK_HOME=/design/flow/orfs finish
==> flow/config.mk <==
export PLATFORM = sky130hd
export DESIGN_NAME = veryl_ClkCounter
export DESIGN_NICKNAME = veryl_ClkCounter
export VERILOG_FILES = /design/flow/design.v
export SDC_FILE = /design/flow/constraint.sdc
export NUM_CORES = 4
export LEC_CHECK = 1
export CORE_UTILIZATION = 50
==> flow/constraint.sdc <==
current_design veryl_ClkCounter

set clk_period 8.0
set clk_io_pct 0.2

create_clock -name clk0 -period $clk_period [get_ports {i_clk}]

set non_clock_inputs [all_inputs -no_clocks]
set_input_delay [expr $clk_period * $clk_io_pct] -clock clk0 $non_clock_inputs
set_output_delay [expr $clk_period * $clk_io_pct] -clock clk0 [all_outputs]
==> run notes <==
The fraction of layout instances using a drive strength above 1 is 5.71%. The arrival time of data at the worst endpoint is listed as 3.43 ns. The maximum fanout along the worst path was 50. The master cell of the clock root buffer is sky130_fd_sc_hd__clkbuf_16. The number of antenna diodes in the final layout is 0. The maximum number of buffers from clock root to sink came out at 2.

With the proportion of synthesized flip-flops having asynchronous set or reset at 0%, the combined global-route utilization of all metal layers is 23.7%. The via count of the first global-routing pass was 6153; the synthesized cell area was 0.00768 mm2. Looking at the hold checks, the worst path lands on r_ms_counter[0]. The start point of the critical path was i_rst. The per-cell via count in the routed design came out at 5.72. The tools report the final count of hold timing violations as 0. The run gives 14.5 um for the post-detailed-route wirelength per cell. The first global-routing pass estimated 30.3 mm of wire. The tools report the routing usage on met1 as 38.3%. The floorplan step set the die width to 126 um. The logs give 0 for the number of gates resized after cts and 44 for the site row count. The tools report the final routed DRC violation total as 0. With the total number of vias at 7060, the max-slew headroom at the worst pin is 50.4%. Power per unit of standard cell area: 175 mW/mm2. The tools report the maximum clock frequency as 320 MHz. In this design, the largest share of critical-path delay is due to buffers and inverters. The run gives 0.42 ns for the source-to-sink clock delay at the later pin of the worst-skew pair. The run gives 162 as the count of pins on the block boundary. The classification of the worst-slack hold path is reg2reg. The global route stage reports its total congestion overflow as 0. With the global-route met3 utilization at 4.59%, the post-synth tally of flip-flops with integrated enable is 0. Per the final report, max-transition violations number 0. Setup repair after global routing left no endpoint under its margin. Register bit count reported by yosys: 160. For the worst hold margin, the log shows 0.464 ns. The H-tree was split into 4 levels. The number of violations reported at the end of detailed-routing iteration 0 was 545; the CTS buffer count was 17. Share of the clock period used by the worst path after layout: 39.0%. At the pin with the least slew margin, the transition time is 0.738 ns. The detail route stage leaves a number of antenna-violating nets equal to 0. On the final layout, the worst clock skew is 0.0116 ns. For met2 alone, demand over resource in global routing was 35.1%. Per STA, the worst path is made up of buf_4, buf_4, buf_4, nor2b_1, mux2_1. The worst hold path stage count is 1. Summing all multi-input logic gate instances after layout gives 0.00418 mm2. At the floorplan stage, the core utilization is reported as 52.1%. The OpenROAD report gives the critical path a required time of 8.30 ns. Final sum of negative setup slack: 0 ns. The run gives 0 for the number of hold buffers added after CTS. Per the timing report, the most critical flop-to-flop path originates at r_ms_counter[19].

The run gives 1232 for the number of filler instances in the final layout. With the number of antenna violations at the first check in global routing at 0, the chip height is 126 um. Critical setup path kind: in2reg. The flow ran to the end, and the final reports show no timing, DRC or antenna violations. The minimum period implied by the final worst setup slack was 3.12 ns. Synthesis handed over a netlist of 912 instances. The largest single stage delay on the critical path is 0.54 ns. As logged by OpenROAD, the buffers inserted on ports number 129. With the yosys warning tally at 1, the portion of the post-synthesis area used by sequential elements is 41.7%. The stat command in Yosys gives a chip area of 0.00768 mm2. The report puts the cell count of the worst reg-to-reg path at 6. The unique cell type count in the Yosys netlist is 44. The floorplan step defined a core boundary enclosing 0.0148 mm2. Per the Yosys statistics, synthesis produced 912 cells. On the critical path, the stage with the largest delay is an instance of sky130_fd_sc_hd__buf_4.

The final RePlAce weighted congestion came out at 0.838. The wire-length estimate of the detail-placed layout is 12.0 mm. The stage-log warning count works out to 29. The largest net degree at the start of global routing came out at 84. The tools report the endpoint of the lowest-slack register-to-register path as r_ms_count[59].

The signed area change from the synthesized netlist to the final layout is 25.9%. Post-synth the commonest register cell is sky130_fd_sc_hd__dfxtp_1. The chip occupies 0.0159 mm2.

The most numerous cell on the critical path was sky130_fd_sc_hd__buf_4. STA classifies the critical path startpoint as an input port. The worst setup path is captured at a register. Looking at the global route congestion table, the highest-usage layer is met1. In the post-route report, total wirelength is listed as 17.9 mm. In the layout the commonest cells are sky130_fd_sc_hd__dfxtp_1, sky130_fd_sc_hd__clkdlybuf4s50_1, sky130_fd_sc_hd__a21oi_1, sky130_fd_sc_hd__nor2_1, sky130_fd_sc_hd__or4_1. Registers take 0.00320 mm2. By instance count after routing, the leading logic cell type is sky130_fd_sc_hd__dfxtp_1.

The combined buffer and inverter count along the critical path was 3. The setup check on the worst reg-to-reg path leaves a slack of 5.20 ns. The run gives 5 for the count of cell instances traversed by the critical path.

Across the VDD grid, the largest voltage drop is 172 uV. The standby leakage power was 3.00 nW. Before antenna repair, the detailed router went through 4 iterations. The run gives 0.06 ns for the clock transition time at the flip-flop clock pins of the worst setup and hold paths. The average instance in the mapped netlist occupies 8.42 um2. The final timing report counts setup violations totalling 0.

Origin of the worst min-delay path: r_ms_counter[0]. Post-CTS timing repair inserted 0 buffers for setup. Per the run summary, max-cap violations total 0. TritonCTS built the clock tree.

The number of clock sinks came to 160.
-- worst register-to-register path: cells and delay by family (launching register included) --
family,cells,cell delay (ns)
multiplexers,1,0.34
flip-flops,1,0.30
buffers and inverters,2,0.99
AND-OR/OR-AND,1,0.22
AND/OR/NAND/NOR,2,0.84
-- cell families after synthesis --
logic type                 after synthesis  synth area share (%)
adders and majority gates                4                 0.651
buffers and inverters                  100                  6.60
muxes                                    8                  1.16
DFF                                    160                  41.7
other                                    2                0.0978
AOI/OAI and AO/OA                      184                  14.1
xor gates and xnor gates                39                  4.45
and+or+nand+nor                        415                  31.3
-- power by group --
| group | switching [W] | leakage, nW | internal [W] |
|---|---|---|---|
| Combinational | 0.0000154 | 1.40 | 0.00000819 |
| Sequential | 0.00000495 | 1.30 | 0.000804 |
| Clock | 0.000312 | 0.297 | 0.000547 |
-- routing by layer --
metal  wire [um]  up-vias  part of all wire (%)
li1            -     3591                     -
met4         143        0                  0.80
met2        7910      163                    44
met3         981       10                   5.5
met5           0        -                     0
met1        8870     3296                    50
-- cell usage after synthesis (2+ instances only) --
library cell / number / share of area, %
sky130_fd_sc_hd__a211oi_1: 3 / 0.29
sky130_fd_sc_hd__a21oi_1: 90 / 5.9
sky130_fd_sc_hd__and2_1: 10 / 0.81
sky130_fd_sc_hd__and3_1: 16 / 1.3
sky130_fd_sc_hd__and4_1: 15 / 1.7
sky130_fd_sc_hd__buf_2: 9 / 0.59
sky130_fd_sc_hd__buf_4: 32 / 3.1
sky130_fd_sc_hd__clkbuf_1: 35 / 1.7
sky130_fd_sc_hd__conb_1: 2 / 0.098
sky130_fd_sc_hd__dfxtp_1: 160 / 42
sky130_fd_sc_hd__ha_1: 4 / 0.65
sky130_fd_sc_hd__inv_1: 23 / 1.1
sky130_fd_sc_hd__mux2_2: 6 / 0.88
sky130_fd_sc_hd__nand2_1: 56 / 2.7
sky130_fd_sc_hd__nand2b_1: 2 / 0.16
sky130_fd_sc_hd__nand3_1: 50 / 3.3
sky130_fd_sc_hd__nand4_1: 48 / 3.9
sky130_fd_sc_hd__nand4b_1: 4 / 0.46
sky130_fd_sc_hd__nor2_1: 70 / 3.4
sky130_fd_sc_hd__nor2b_1: 8 / 0.65
sky130_fd_sc_hd__nor3_1: 14 / 0.91
sky130_fd_sc_hd__nor4_1: 14 / 1.1
sky130_fd_sc_hd__nor4_4: 2 / 0.55
sky130_fd_sc_hd__o21ai_0: 31 / 2.0
sky130_fd_sc_hd__o31ai_1: 57 / 5.6
sky130_fd_sc_hd__or2_2: 3 / 0.24
sky130_fd_sc_hd__or3_1: 33 / 2.7
sky130_fd_sc_hd__or4_1: 61 / 6.0
sky130_fd_sc_hd__or4_4: 2 / 0.29
sky130_fd_sc_hd__xnor2_1: 13 / 1.5
sky130_fd_sc_hd__xor2_1: 26 / 3.0
-- layout make-up --
cell class	instances	share of cell area [%]
Clock inverter	12	1.99
Multi-Input combinational cell	700	43.2
Inverter	23	0.892
Timing Repair Buffer	138	14.0
Tap cell	184	2.38
Sequential cell	160	33.1
Clock buffer	18	4.44
-- registers in the layout (all words and copies together), names as in the netlist --
signal,count
r_ms_count,64
r_ms_counter,32
r_counter,64
-- through the flow --
step           instances  utilization (%)  area [um2]  setup WS, ns  total power, W
2_1_floorplan        960                -        7860          5.38        0.000851
6_report            1235             65.6        9680          4.88         0.00169
4_1_cts             1235             65.6        9680          4.85         0.00171
5_1_grt             1235             65.6        9680          4.73         0.00175
3_3_place_gp        1205             61.4        9050          4.42        0.000850
3_5_place_dp        1205             61.4        9050          4.40        0.000850
-- how the worst max path moves through the flow --
stage | endpoint | slack, ns
CTS | r_ms_count[51] | 4.85
global route | r_ms_count[51] | 4.73
finish | r_ms_count[51] | 4.88
No activity file was given, so power comes from the tool's default toggle rates.
