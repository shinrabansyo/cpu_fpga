**/design/flow/config.mk**
```make
export PLATFORM = sky130hd
export DESIGN_NAME = veryl_UartRx
export DESIGN_NICKNAME = veryl_UartRx
export VERILOG_FILES = /design/flow/design.v
export SDC_FILE = /design/flow/constraint.sdc
export NUM_CORES = 4
export LEC_CHECK = 1
export CORE_AREA = 10 10 99 99
export DIE_AREA = 0 0 109 109
```
**/design/flow/constraint.sdc**
```tcl
current_design veryl_UartRx

set clk_period 4.3
set clk_io_pct 0.2

create_clock -name clk0 -period $clk_period [get_ports {i_clk}]

set non_clock_inputs [all_inputs -no_clocks]
set_input_delay [expr $clk_period * $clk_io_pct] -clock clk0 $non_clock_inputs
set_output_delay [expr $clk_period * $clk_io_pct] -clock clk0 [all_outputs]
```
**/design/flow/design.v**
```verilog
interface veryl_Decoupled #(
    parameter int unsigned Width = 32
);
    logic [1-1:0]     valid;
    logic [1-1:0]     ready;
    logic [Width-1:0] bits ;
    modport sender (
        output valid,
        input  ready,
        output bits 
    );
    modport receiver (
        input  valid,
        output ready,
        input  bits 
    );
endinterface
module veryl_UartTx #(
    parameter int unsigned ClockFrequency = 15_000_000,  
    parameter int unsigned BaudRate       = 115200      
) (
    input var logic i_clk,
    input var logic i_rst,
    output var logic                [1-1:0] o_tx  ,
    veryl_Decoupled.receiver         if_din
);
    localparam int unsigned BAUD_DIVIDER = (ClockFrequency / BaudRate) - 1;
    logic [$clog2(BAUD_DIVIDER + 1)-1:0] r_rate_counter;
    logic [$clog2(8 + 2)-1:0]            r_bit_counter ;
    logic [8 + 2-1:0]                    r_bits        ;
    logic [1-1:0] w_ready     ; always_comb w_ready      = r_bit_counter == 0;
    always_comb o_tx         = w_ready | r_bits[0];
    always_comb if_din.ready = w_ready;
    always_ff @ (posedge i_clk) begin
        if (i_rst) begin
            r_rate_counter <= 0;
            r_bit_counter  <= 0;
            r_bits         <= '1;
        end else begin
            if ((w_ready && if_din.valid)) begin  
                r_bits         <= {1'b1, if_din.bits, 1'b0};
                r_bit_counter  <= 8 + 2;
                r_rate_counter <= BAUD_DIVIDER[$bits(r_rate_counter) - 1:0];
            end else if (r_bit_counter > 0) begin  
                if ((r_rate_counter == 0)) begin
                    r_bits[8:0]    <= r_bits[9:1];
                    r_bit_counter  <= r_bit_counter  - (1);
                    r_rate_counter <= BAUD_DIVIDER[$bits(r_rate_counter) - 1:0];
                end else begin
                    r_rate_counter <= r_rate_counter - (1);
                end
            end
        end
    end
endmodule
module veryl_UartRx #(
    parameter int unsigned ClockFrequency = 15_000_000,  
    parameter int unsigned BaudRate       = 115200    ,  
    parameter int unsigned RxSyncStages   = 2           
) (
    input var logic i_clk,
    input var logic i_rst,
    veryl_Decoupled.sender         if_dout  ,  
    input  var logic              [1-1:0] i_rx     ,  
    output var logic              [1-1:0] o_overrun  
);
    localparam int unsigned BAUD_DIVIDER                = ClockFrequency / BaudRate;
    localparam int unsigned BAUD_DIVIDER_TIMES_3_OVER_2 = BAUD_DIVIDER * 3 / 2;
    logic [$clog2(BAUD_DIVIDER_TIMES_3_OVER_2)-1:0] r_rate_counter;  
    logic [$clog2(8 + 2)-1:0]                       r_bit_counter ;
    logic [8 + 2-1:0]                               r_bits        ;  
    logic [RxSyncStages + 1-1:0]                    r_rx_regs     ;  
    logic [1-1:0]                                   r_overrun     ;  
    logic [1-1:0]                                   r_running     ;  
    logic [1-1:0] r_out_valid  ;
    logic [8-1:0] r_out_bits   ;
    logic [1-1:0] w_out_ready  ; always_comb w_out_ready   = if_dout.ready;
    always_comb if_dout.valid = r_out_valid;
    always_comb if_dout.bits  = r_out_bits;
    always_comb o_overrun = r_overrun;
    always_ff @ (posedge i_clk) begin
        if (i_rst) begin
            r_rate_counter <= 0;
            r_bit_counter  <= 0;
            r_bits         <= 0;
            r_rx_regs      <= 0;
            r_overrun      <= 0;
            r_running      <= 0;
            r_out_valid    <= 0;
            r_out_bits     <= 0;
        end else begin
            if (r_out_valid && w_out_ready) begin
                r_out_valid <= 0;
            end
            r_rx_regs[RxSyncStages]       <= i_rx;
            r_rx_regs[RxSyncStages - 1:0] <= r_rx_regs[RxSyncStages:1];
            if (!r_running) begin
                if (!r_rx_regs[1] && r_rx_regs[0]) begin  
                    r_rate_counter <= BAUD_DIVIDER_TIMES_3_OVER_2[$bits(r_rate_counter) - 1:0] - 1;  
                    r_bit_counter  <= 8 + 2 - 1;
                    r_running      <= 1;  
                end
            end else begin
                if (r_rate_counter == 0) begin  
                    r_bits[8 + 2 - 1] <= r_rx_regs[0];  
                    r_bits[8:0]       <= r_bits[9:1];  
                    if (r_bit_counter == 0) begin  
                        r_out_valid <= 1;  
                        r_out_bits  <= r_bits[8:1];
                        r_overrun   <= r_out_valid;  
                        r_running <= 0;
                    end else begin
                        r_rate_counter <= BAUD_DIVIDER[$bits(r_rate_counter) - 1:0] - 1;
                        r_bit_counter  <= r_bit_counter  - (1);
                    end
                end else begin
                    r_rate_counter <= r_rate_counter - (1);
                end
            end
        end
    end
endmodule
```
**/design/flow/run.sh**
```bash
#!/bin/bash
# OpenROAD 26Q1-2900-gdf79404cd8, Yosys 0.63+post, stock flow scripts
make -C /OpenROAD-flow-scripts/flow DESIGN_CONFIG=/design/flow/config.mk WORK_HOME=/design/flow/orfs finish
```
==> metrics.csv <==
stage,metric,value,unit
run_status,status,completed,
logic_synthesis,synth_area_per_cell,9.35,um^2
sta,setup_viol,0,
sta,worst_pin_slew,571,ps
global_route,grt_usage,0.0302,
route,first_iter_violations,39,
sta,finalClockPeriodUsage,0.461,
route,viasPerCell,3.51,
logic_synthesis,ys.flops,18,
layout,post-route-util,0.142,
layout,most-common-layout-cells,"dfxtp_1, nor2_1, inv_1",
setup_path,end_kind,flip-flop,
sta,skew,2.12,ps
sta,slew_viol_final,0,
layout,area_delta_synth_final,20.6,%
clock_tree,post_cts_buffers,0,
floorplan,ios,4,
floorplan,fp_util,0.117,
setup_path,worstPathCellList,inv_1 > ha_1 > or3b_2 > o21ai_0 > nor2_1 > a2111oi_2,
layout,fill_cells,858,
logic_synthesis,syn_inst,97,
worst_hold_path,hp-class,reg -> reg,
route,wl,1680,um
clock_tree,clockBufferDepth,2,
power_and_ir_drop,cellLeakagePower,0.346,nW
global_route,grt.overflow.total,0,
setup_path,worst-path-max-fanout,4,
floorplan,dieArea,0.0119,mm^2
global_route,antenna_found_initial,0,
clock_tree,cts_tree,built,
run,maxCapViolations,0,
placement,io_buffer_count,3,
power_and_ir_drop,switchingPower,0.0000697,W
setup_path,required,4440,ps
logic_synthesis,ys_cells,97,
clock_tree,cts-htree-levels,1,
clock_tree,cts_repair_resize_count,0,
logic_synthesis,syn_area,907,um^2
run,warning_count,25,
setup_path,worst_setup_path_start_kind,flip-flop,
placement,hpwlAfterDp,1210,um
floorplan,die_x,109,um
power_and_ir_drop,peakVddDrop,0.255,mV
floorplan,core,0.00773,mm^2
placement,routabilityCongestion,0.804,
power_and_ir_drop,p_int,0.000247,W
floorplan,rows,32,
setup_path,critPathArrivalTime,2130,ps
logic_synthesis,async_reset_ff_frac,0,
route,vias,710,
logic_synthesis,ys_area,907,um^2
logic_synthesis,edf_count,0,
placement,postPlaceCellArea,0.00105,mm^2
clock_tree,path_clk_slew,60,ps
route,post_drt_wl_per_cell,8.30,um
setup_path,crit_slowest_cell,or3b_2,
power_and_ir_drop,p_clk_frac,0.353,
global_route,grt_first_pass_wirelength,3070,um
sta,max_slew_margin,0.618,
layout,layout.cells.most_common,dfxtp_1,
clock_tree,clock.latency.late_pin,240,ps
clock_tree,cts_sinks,18,
floorplan,die_h,109,um
route,ant_nets,0,
sta,finalSetupTns,0,ps
global_route,grt_pass1_vias,678,
setup_path,reg2reg_slack,2320,ps
clock_tree,cts_buffers,3,
setup_path,cpPeakStageDelay,510,ps
logic_synthesis,netlist-cell-type-count,40,
setup_path,crit_family,simple AND/OR/NAND/NOR gates,
route,firstDrtPassIters,4,
route,drcViolationCount,0,
power_and_ir_drop,combPwrFrac,0.095,
power_and_ir_drop,seqPwrFrac,0.552,
logic_synthesis,ys_seq_share,0.397,
setup_path,worstSetupPathType,reg -> reg,
clock_tree,holdBufCountCts,0,
layout,drive_gt1_frac,0.150,
logic_synthesis,ys.flop_type,dfxtp_1,
sta,fmax,504,MHz
layout,fin_area,0.00109,mm^2
power_and_ir_drop,power.density,290,mW/mm^2
sta,final_hold_viol_count,0,
logic_synthesis,yosys_warnings,12,
clock_tree,cts-root-buf,clkbuf_8,
global_route,grt_max_degree,17,
route,n_antenna_cell,0,
setup_path,path_buffers,1,
sta,rsz0062_at_grt,no,
power_and_ir_drop,swShare,0.220,
sta,min_period,1980,ps
==> worst paths after layout <==
path,start,end,depth (start not counted)
max,r_rate_counter[0]$_SDFFE_PP0P_,r_rate_counter[1]$_SDFFE_PP0P_,6
min,r_rx_regs[2]$_SDFF_PP0_,r_rx_regs[1]$_SDFF_PP0_,1
max reg2reg,r_rate_counter[0]$_SDFFE_PP0P_,r_rate_counter[1]$_SDFFE_PP0P_,6
min reg2reg,r_rx_regs[2]$_SDFF_PP0_,r_rx_regs[1]$_SDFF_PP0_,1
==> synthesized netlist by cell type, types with 2 or more instances <==
master    number  area [um^2]
nor3_1         4         20.0
or3_4          2         22.5
nor4_1         2         12.5
clkbuf_1       2         7.51
o21ai_0        4         20.0
a31oi_1        4         25.0
or3_1          4         25.0
inv_1          7         26.3
nor2b_1        3         18.8
ha_1           2         25.0
nand3_1        2         10.0
nor3b_1        2         15.0
or3b_2         2         17.5
dfxtp_1       18          360
nand2_1        3         11.3
a21oi_1        3         15.0
nor2_1        10         37.5
==> through the flow <==
| stage | hold WS (ps) | instances | power, W | setup WS (ps) |
|---|---|---|---|---|
| final | 462 | 202 | 0.000317 | 2320 |
| after global routing | 478 | 202 | 0.000333 | 2080 |
| after CTS | 465 | 202 | 0.000320 | 2320 |
| after detailed placement | 437 | 199 | 0.000209 | 2120 |
| after global placement | 429 | 199 | 0.000208 | 2140 |
| after floorplan | 414 | 97 | 0.000202 | 2540 |
==> kinds of logic after synthesis <==
kind of cell             count (synthesis)  share of synthesized area
AND/OR/NAND/NOR                         43                      0.315
XOR/XNOR                                 2                     0.0193
adder cells (fa/ha/maj)                  2                     0.0276
multiplexers                             2                     0.0234
AND-OR/OR-AND                           20                      0.175
flip-flops                              18                      0.397
buffers and inverters                   10                     0.0428
==> area by class of cell <==
class	instances	area, um^2	share of cell area
multi-input cells	69	508	0.465
inverters	7	26.3	0.0240
clock buffers	3	41.3	0.0378
repair buffers	3	30.0	0.0275
flip-flops and latches	18	360	0.330
well taps	102	128	0.117
==> power by group through the flow <==
| stage | clock (W) | combinational [W] | sequential (W) |
|---|---|---|---|
| 4_1_cts | 0.000115 | 0.0000303 | 0.000175 |
| 5_1_grt | 0.000123 | 0.0000338 | 0.000176 |
| 6_report | 0.000112 | 0.0000302 | 0.000175 |
==> metal layers <==
layer | GRT usage | vias up | part of all wire
met5 | 0 | - | 0
met4 | 0.00659 | 0 | 0.0078
met3 | 0.00836 | 2 | 0.029
met2 | 0.0476 | 8 | 0.45
met1 | 0.0405 | 336 | 0.51
li1 | - | 364 | -
==> flip-flops by register name (all words and copies together) (netlist names) <==
signal and count:
r_overrun 1, r_running 1, r_rate_counter 8, r_bit_counter 4, r_rx_regs 3, r_out_valid 1
Power is estimated from default activity; no workload was simulated.
